### ./run.sh
#!/bin/bash
# OpenROAD 26Q1-2900-gdf79404cd8, Yosys 0.63+post, stock flow scripts
make -C /OpenROAD-flow-scripts/flow DESIGN_CONFIG=/design/flow/config.mk WORK_HOME=/design/flow/orfs finish
### ./config.mk
export PLATFORM = sky130hd
export DESIGN_NAME = controller
export DESIGN_NICKNAME = controller
export VERILOG_FILES = /design/flow/design.v
export SDC_FILE = /design/flow/constraint.sdc
export NUM_CORES = 4
export LEC_CHECK = 1
export CORE_AREA = 10 10 70 70
export DIE_AREA = 0 0 80 80
### ./constraint.sdc
current_design controller

set clk_period 1.1
set clk_io_pct 0.2

create_clock -name clk0 -period $clk_period [get_ports {clk}]

set non_clock_inputs [all_inputs -no_clocks]
set_input_delay [expr $clk_period * $clk_io_pct] -clock clk0 $non_clock_inputs
set_output_delay [expr $clk_period * $clk_io_pct] -clock clk0 [all_outputs]
### ./design.v
module controller (
    input clk,
    input rst_n,
    input enable,
    output reg enable_rgb2ycbcr,
    output reg enable_dct,
    output enable_quan,
    input valid_rgb2ycbcr,
    input valid_dct,
    input valid_quan,
    output valid
);
localparam IDLE = 4'd0, RGB2YCBCR = 4'd1, DCT = 4'd2, DONE = 4'd3, QUAN = 4'd4;
reg [3:0] state, nstate;
always @(posedge clk) begin
    if(!rst_n) state <= IDLE;
    else state <= nstate;
end
always @* begin
    case(state)
        IDLE : nstate = enable ? RGB2YCBCR : IDLE;
        RGB2YCBCR : nstate = valid_rgb2ycbcr ? DCT : RGB2YCBCR;
        DCT : nstate = valid_dct ? QUAN : DCT;
        QUAN : nstate = QUAN;
        default : nstate = IDLE;
    endcase
end
always @* begin
    case(state)
        IDLE : begin 
            enable_rgb2ycbcr = 0;
            enable_dct = 0;
        end
        RGB2YCBCR : begin 
            enable_rgb2ycbcr = 1;
            enable_dct = 0;
        end
        DCT : begin 
            enable_rgb2ycbcr = 0;
            enable_dct = 1;
        end
        QUAN : begin
            enable_rgb2ycbcr = 0;
            enable_dct = 1;
        end
        DONE : begin 
            enable_rgb2ycbcr = 0;
            enable_dct = 0;
        end
        default : begin
            enable_rgb2ycbcr = 0;
            enable_dct = 0;
        end
    endcase
end
assign valid = valid_quan;
assign enable_quan = valid_dct;
endmodule
==> results.toml <==
# flow metrics
[power]
power_density_mw_per_mm2 = 1260
power_switching_share_pct = 20.1
finalPower_mw = 0.386
clockPowerShare_pct = 47.5
p_int_mw = 0.308
p_sw_mw = 0.0776
combPwrFrac_pct = 11.7
irDropWorstVdd_v = 0.000394
leakagePower_nw = 0.117
seqPwrFrac_pct = 40.8

[clocking]
cts.htree.levels = 1
cts.sinks = 4
clk_path_buf_depth = 2
cts_buffers = 3
cts.clk_slew.worst_paths_ns = 0.04
post_cts_buffers = 0
clock_latency_ns = 0.24
root_buffer = "clkbuf_4"
cts_tree = "built"
ctsHoldBuffers = 0

[place]
place_inst = 70
place.port_buffers = 7
dp_slack_ns = -0.291
place_congestion = 0.692
postPlaceCellArea_sq_um = 284

[detailed_routing]
insertedDiodeCount = 0
drt_pass1_iterations = 2
drt_iter0_markers = 4
routed_wl_um = 426
drc = 0
viasPerCell = 1.85
wl_per_cell_um = 5.84
num_vias = 135
ant_nets = 0

[synthesis]
ys_seq_share_pct = 51.2
synth_flops = 4
yosysUniqueCellTypes = 10
synth_warnings = 1
synth.avg_cell_area_sq_um = 9.20
synthCells = 17
yosys_area_sq_um = 156
ys_cells = 17
synth_area_sq_um = 156

[floorplanning]
fp_util_pct = 4.58
core_sq_mm = 0.00342
ioPinCount = 10
die_w_um = 80
num_rows = 21
die_h_um = 80
die-area_sq_mm = 0.00640

[global_routing]
grt_util_met3_pct = 2.16
grt_pass1_vias = 145
grt_overflow = 0
antenna_found_initial = 0
grt_busiest_layer = "met3"
grt_pass1_wl_um = 655
use_met1_pct = 1.53
grt_start_max_net_pins = 5
grt_util_met2_pct = 1.69
grt_use_total_pct = 1.48

[setup_path]
required_ns = 0.88
worstReg2RegEnd = "state[1]$_DFF_P_"
crit_arrival_ns = 0.88
worstSetupStartpointType = "flop"
crit_buf_inv = 1
slowest_stage = "dfxtp_1"
r2r_setup_slack_ns = 0.37
r2r_cells = 3
reg2reg_from = "state[2]$_DFF_P_"
cp-end-kind = "output port"
critical-path-max-stage-delay_ns = 0.30
cpLargestDelayFamily = "flip-flops"
path_cells = "or2_4 > buf_6"
cp_max_fo = 2
worstSetupPathType = "reg2out"

[min_path]
min_from = "valid_dct"
hold_path_end = "state[1]$_DFF_P_"
hold_path_depth = 4
holdCritPathClass = "in2reg"

[timing]
max_freq_mhz = 907
period_used_pct = 100
hold_violations = 0
hold_ws_ns = 0.355
finalSetupTns_ns = -0.00290
skew_ns = 0.00160
drv_slew = 0
tightest_slew_ns = 0.112
layout_setup_ws_ns = -0.00290
rsz0062_at_grt = "yes"
relSlewSlack_pct = 92.5
setup_viol = 1
min_period_ns = 1.10

[finish]
fill_cells = 409
drive_gt1_share_pct = 33.3
mostFrequentLayoutCell = "clkdlybuf4s50_1"
largest_reg_flops = 4
utilization_pct = 8.94
final_cell_count_no_fill = 73
register_area_sq_um = 81.3
syn2layout_area_growth_pct = 95.2
largest_register = "state"
comb_area_sq_um = 60.1
final_cell_mix = "4 x clkdlybuf4s50_1, 3 x clkbuf_4, 3 x dfxtp_1"
reg_top3 = "state x4"
post-route-cell-area_sq_um = 305

[status]
status = "complete, but fails checks"
violations = "negative setup slack"

[job]
tool_warnings = 27
maxCapViolations = 0
## what timing repair did
| action | CTS | global route |
|---|---|---|
| cloned | 0 | 0 |
| setup endpoints to repair | 3 | 2 |
| pin swaps | 0 | 1 |
| endpoints found under the hold margin | 0 | 0 |
| resized | 6 | 4 |
## cells by family (layout without fill, tap and decap cells)
logic type	after synthesis	after routing	synth area share, %
flops	4	4	51.2
compound gates	4	4	16.0
simple gates	6	6	20.8
buf+inv	3	13	12.0
## power by group through the flow
stage / sequential, mW / combinational, mW / clock [mW]
final: 0.157 / 0.0451 / 0.184
after global routing: 0.159 / 0.0506 / 0.201
after CTS: 0.157 / 0.0428 / 0.190
## per-layer routing
layer,share of wire (%),up-vias
met5,0,-
met4,0,0
met3,23,0
met2,31,9
met1,46,53
li1,-,73
## worst max-delay path by stage
stage / start / endpoint / slack (ns) / cells after the start
6_report: state[2]$_DFF_P_ / enable_dct / -0.003 / 2
5_1_grt: state[2]$_DFF_P_ / enable_dct / -0.04 / 2
4_1_cts: state[1]$_DFF_P_ / enable_dct / -0.07 / 2
## worst min-delay path, delay by kind of cell
family	cells	cell delay, ns
and+or+nand+nor	1	0.09
AOI/OAI and AO/OA	1	0.05
buffers and inverters	2	0.19
## cells in the mapped netlist
master,count,area (sq um)
dfxtp_1,4,80.1
buf_4,2,15.0
or2_2,1,6.26
a21oi_1,1,5.00
nand2b_1,2,12.5
a21boi_1,2,15.0
nand2_1,2,7.51
inv_1,1,3.75
o21ai_0,1,5.00
nor2b_1,1,6.26
## layout make-up
cell class | count | area share (%)
Clock buffer | 3 | 7.38
Tap cell | 46 | 18.9
Timing Repair Buffer | 9 | 26.2
Sequential cell | 4 | 26.6
Multi-Input combinational cell | 10 | 19.7
Inverter | 1 | 1.23
No activity file was given, so power comes from the tool's default toggle rates.
